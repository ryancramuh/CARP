==> design.v <==
`timescale 1ns/1ps 
module HAZ_UNIT(
    input [31:0] IR,          
    input [4:0]  RD_M,        
    input [4:0]  RD_W,        
    input [4:0]  RS1,         
    input [4:0]  RS2,         
    input        MEM_WRITE_DE,
    input        MEM_READ_EX,  
    input        MEM_READ_WB,  
    input        MEM_WRITE_EX,
    input        JUMP,
    input        [31:0] BRANCH_ARG1,
    input        [31:0] BRANCH_ARG2,
    input        BRANCH,
    input        [2:0] BRANCH_TYPE,
    output logic BRANCH_TAKEN,
    output logic [1:0] FWD_A_SEL,
    output logic [1:0] FWD_B_SEL,
    output logic [1:0] SW_SEL,
    output logic STALL,
    output logic FLUSH
);  
    always_comb begin
        BRANCH_TAKEN = 1'b0;
        FLUSH = 1'b0;
        if(BRANCH) begin
            case(BRANCH_TYPE)
                3'b000: begin
                    if(BRANCH_ARG1 == BRANCH_ARG2) BRANCH_TAKEN = 1'b1;  
                    else FLUSH = 1'b1;
                end
                3'b001: begin  
                        if(BRANCH_ARG1 != BRANCH_ARG2) BRANCH_TAKEN = 1'b1;  
                        else FLUSH = 1'b1;
                end
                3'b010: begin 
                        if($signed(BRANCH_ARG1) < $signed(BRANCH_ARG2)) BRANCH_TAKEN = 1'b1;  
                        else FLUSH = 1'b1;
                end
                3'b011: begin
                     if ($signed(BRANCH_ARG1) >= $signed(BRANCH_ARG2)) BRANCH_TAKEN = 1'b1;  
                     else FLUSH = 1'b1;
                end
                3'b100: begin
                    if ($unsigned(BRANCH_ARG1) < $unsigned(BRANCH_ARG2)) BRANCH_TAKEN = 1'b1;  
                    else FLUSH = 1'b1;
                end
                3'b101: begin
                    if ($unsigned(BRANCH_ARG1) >= $unsigned(BRANCH_ARG2)) BRANCH_TAKEN = 1'b1;  
                    else FLUSH = 1'b1;
                end
                default: BRANCH_TAKEN = 1'b0;
            endcase
        end
        else 
            BRANCH_TAKEN = 1'b0;
    end
    logic MEM_FWD1, MEM_FWD2, WB_FWD1, WB_FWD2;
    assign MEM_FWD1 = (RD_M == RS1) && (RD_M != 5'd0) && (RS1 != 5'd0);
    assign MEM_FWD2 = (RD_M == RS2) && (RD_M != 5'd0) && (RS2 != 5'd0);
    assign WB_FWD1  = (RD_W == RS1) && (RD_W != 5'd0) && (RS1 != 5'd0);
    assign WB_FWD2  = (RD_W == RS2) && (RD_W != 5'd0) && (RS2 != 5'd0);
    logic load_use;
    assign load_use = MEM_READ_EX && (MEM_FWD1 || MEM_FWD2);
    always_comb begin
        FWD_A_SEL = 2'b00;
        FWD_B_SEL = 2'b00;
        STALL     = 1'b0;
        SW_SEL    = 2'b00;
        if (MEM_FWD1) begin
            if(WB_FWD1 && MEM_WRITE_DE)
                SW_SEL = 2'b11;
            FWD_A_SEL = 2'b01;               
        end
        else if (WB_FWD1 && MEM_WRITE_EX) begin
                SW_SEL = 2'b10;
                FWD_A_SEL = 2'b10;
        end
        else if (WB_FWD1 && !MEM_READ_WB)
                FWD_A_SEL = 2'b10; 
        else if (WB_FWD1 && MEM_READ_WB)
            FWD_A_SEL = 2'b11;               
        if (MEM_FWD2) begin
            if(MEM_WRITE_DE) begin
                SW_SEL = 2'b10;
                FWD_B_SEL = 2'b00;
            end
            if(MEM_WRITE_EX) begin
                if(WB_FWD1)
                    SW_SEL = 2'b11;
                FWD_B_SEL = 2'b00;
            end
            else FWD_B_SEL = 2'b01;
        end
        else if (WB_FWD2 && !MEM_READ_WB && !MEM_WRITE_DE) begin
            if(MEM_WRITE_EX) begin
                FWD_A_SEL = 2'b00; 
            end
            SW_SEL = 2'b10;
        end
        else if (WB_FWD2 && MEM_READ_WB)
            FWD_B_SEL = 2'b11;
        if (load_use)
            STALL = 1'b1;
    end
endmodule
==> run.sh <==
#!/bin/bash
# OpenROAD 26Q1-2900-gdf79404cd8, Yosys 0.63+post, stock flow scripts
make -C /OpenROAD-flow-scripts/flow DESIGN_CONFIG=/design/flow/config.mk WORK_HOME=/design/flow/orfs finish
==> config.mk <==
export PLATFORM = sky130hd
export DESIGN_NAME = HAZ_UNIT
export DESIGN_NICKNAME = HAZ_UNIT
export VERILOG_FILES = /design/flow/design.v
export SDC_FILE = /design/flow/constraint.sdc
export NUM_CORES = 4
export LEC_CHECK = 1
export CORE_AREA = 10 10 106 106
export DIE_AREA = 0 0 116 116
==> constraint.sdc <==
current_design HAZ_UNIT

set clk_period 3.9
set clk_io_pct 0.2

create_clock -name clk0 -period $clk_period

set non_clock_inputs [all_inputs -no_clocks]
set_input_delay [expr $clk_period * $clk_io_pct] -clock clk0 $non_clock_inputs
set_output_delay [expr $clk_period * $clk_io_pct] -clock clk0 [all_outputs]
==> flow_summary.ini <==
; synthesis and place-and-route metrics
[floorplan]
dieArea_um2 = 13500
io_pins = 134
die_x_um = 116
placementRows = 34
core_area_um2 = 8850
floorplan.core_util = 0.153
die_h_um = 116

[sta]
tightestPinTransition_ns = 0.396
slew_viol_final = 0
hold_viol = 0
slew-limit-headroom = 0.734
setup_viol = 0
hold_ws_ns = 2.19
clock.fmax_ghz = 0.257
rsz0062_at_grt = true
min_period_ns = 3.89
setup_slack_ns = 0.0126
finalCritPeriodShare = 0.997

[logic_synthesis]
synth_top_cell_by_count = inv_1
ys_cells = 187
common_cells = inv_1 (36), ha_1 (32), xor2_1 (14)
synth_cell_type_count = 40
top_area_cell = ha_1
ys_top_cells_by_area = ha_1 (30%), inv_1 (10%), xor2_1 (9.1%)
synth_top_area_share = 0.296
syn_avg_cell_area_um2 = 7.24
netlist_area_um2 = 1350
yosysWarnings = 1
syn_inst = 187
ys_area_um2 = 1350
synth_seq_share = 0

[setup_path]
start_kind = input pin
cp.required_ns = 3.12
critical_path_class = in -> out
crit_start = BRANCH_ARG1[4]
cp-end-kind = output pin
cp.arrival_ns = 3.11
crit_path_end = FLUSH
crit_fanout = 4

[drt]
drc = 0
dr_total_vias = 1829
antenna_cells = 0
initialDrtViolationCount = 46
wl_per_cell_um = 13.0
final_antenna_net_count = 0
viasPerCell = 4.18
drt_first_pass_iters = 4
drt_wl_total_um = 5710

[pwr]
powerDensity_nw_per_um2 = 89.0
leakagePower_nw = 1.82
vdd_drop_max_uv = 35.3

[global_route]
grt_pass1_vias = 1716
met2_usage = 0.135
grt_max_degree = 8
antenna_found_initial = 0
grt_overflow = 0
busiest_layer = met2
grt_pass1_wl_um = 8340
grtUsageMet1 = 0.0969
grt_use_met3 = 0.00837
grt_usage = 0.0740

[placement]
place.gp.congestion = 0.860
hpwl_um = 4890
io_buffers = 101
pre_cts_ws_ns = -0.628
placedCellCount = 428

[cells_and_area]
nFlopsAndLatches = 0
final_cells = 438
flop_area_um2 = 0
syn2layout_area_growth_pct = 143
layout-drive-gt1-share = 0.345
num-clock-buffers = 0
final_util = 0.371

[hold_path]
hp-class = in -> out
min-delay-start = BRANCH

[flow_run]
warnings = 67
drv_cap = 0

[clocking]
hold_buffers = 0

[outcome]
status = finished clean
==> timing repair <==
| item | in CTS | in global routing |
|---|---|---|
| endpoints found under the setup margin | 8 | 5 |
| pin swaps | 28 | 34 |
| hold endpoints to repair | 0 | 0 |
| buffers inserted | 5 | 6 |
| gates resized | 43 | 96 |
==> per-layer routing <==
layer / vias to the layer above / part of all wire
met5: - / 0
met4: 0 / 0
met3: 0 / 0.043
met2: 40 / 0.52
met1: 823 / 0.44
li1: 966 / -
==> stage by stage <==
step                power, mW  TNS [ns]  cell area [um2]
detailed placement      0.253     -2.47             2740
finish                  0.293         0             3290
CTS                     0.268    -0.278             2900
global route            0.324    -0.115             3290
global placement        0.250     -2.45             2740
floorplan              0.0947         0             1350
==> power by group <==
part | internal (mW) | leakage [nW] | switching (mW)
combinational | 0.178 | 1.82 | 0.115
sequential | 0 | 0 | 0
clock | 0 | 0 | 0
total | 0.178 | 1.82 | 0.115
==> cell usage in the layout, fill, tap and decap left out, types with 3 or more instances in the layout <==
cell type / count
and4_1: 3
xor2_1: 14
dlygate4sd2_1: 15
or4_1: 4
nor2_1: 6
nand4_1: 7
inv_2: 18
dlymetal6s2s_1: 46
clkdlybuf4s50_1: 37
ha_1: 11
a221o_1: 3
nand2_1: 9
nor4_4: 4
nand3_1: 5
ha_4: 19
nand2_2: 3
or4_4: 3
xnor2_1: 6
a21o_1: 6
buf_4: 42
inv_1: 18
a21oi_2: 5
a21oi_1: 8
==> critical path, stage by stage <==
cell and delay [ns]:
clkdlybuf4s50_1 0.41, ha_2 0.18, a21oi_2 0.14, o21ai_1 0.07, a221o_1 0.36, o311a_4 0.38, or3_4 0.38, a31oi_1 0.17
o21a_1 0.14, clkbuf_2 0.10
==> layout make-up <==
type / count / area (um2)
multi-input combinational: 151 / 1600
inverter: 36 / 135
timing repair buffer: 143 / 1410
tap: 108 / 135
fill: 861 / 5560
==> cells by family (layout without fill, tap and decap cells) <==
group,Yosys count,count (layout),share of synthesized area
AND-OR/OR-AND,39,39,0.192
XOR/XNOR,20,20,0.129
adder cells (fa/ha/maj),32,32,0.296
buffers and inverters,36,179,0.0998
AND/OR/NAND/NOR,60,60,0.283
==> worst min path at each step <==
stage | to | cells past startpoint
CTS | BRANCH_TAKEN | 4
global route | FLUSH | 3
finish | FLUSH | 3
No activity file was given, so power comes from the tool's default toggle rates.

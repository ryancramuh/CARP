File: ./run.sh
#!/bin/bash
# OpenROAD 26Q1-2900-gdf79404cd8, Yosys 0.63+post, stock flow scripts
make -C /OpenROAD-flow-scripts/flow DESIGN_CONFIG=/design/flow/config.mk WORK_HOME=/design/flow/orfs finish
File: ./design.v
`timescale 1ns / 1ps
module ALU(
    input logic [31:0] SRC_A,
    input logic [31:0] SRC_B,
    input logic [3:0] ALU_CTRL,
    output logic [31:0] RESULT,
    output logic ZERO
    );
    always_comb begin
    case(ALU_CTRL)
    4'b0000: begin RESULT = SRC_A + SRC_B; end                    
    4'b1000: begin RESULT = SRC_A - SRC_B; end                    
    4'b0110: begin RESULT = SRC_A | SRC_B; end                    
    4'b0111: begin RESULT = SRC_A & SRC_B; end                    
    4'b0100: begin RESULT = SRC_A ^ SRC_B; end                    
    4'b0101: begin RESULT = SRC_A >> SRC_B[4:0]; end              
    4'b0001: begin RESULT = SRC_A << SRC_B[4:0]; end              
    4'b1101: begin RESULT = $signed(SRC_A) >>> SRC_B[4:0]; end    
    4'b0010: begin RESULT = {31'b0_0000_0000_0000_0000_0000_0000_0000,($signed(SRC_A) < $signed(SRC_B))}; end  
    4'b0011: begin RESULT = {31'b0_0000_0000_0000_0000_0000_0000_0000,(SRC_A < SRC_B)}; end                    
    4'b1001: begin RESULT = SRC_A; end                            
    default: begin RESULT = 32'd0; end
    endcase
    end
    assign ZERO = |RESULT;
endmodule
File: ./constraint.sdc
current_design ALU

set clk_period 18.9
set clk_io_pct 0.2

create_clock -name clk0 -period $clk_period

set non_clock_inputs [all_inputs -no_clocks]
set_input_delay [expr $clk_period * $clk_io_pct] -clock clk0 $non_clock_inputs
set_output_delay [expr $clk_period * $clk_io_pct] -clock clk0 [all_outputs]
File: ./config.mk
export PLATFORM = sky130hd
export DESIGN_NAME = ALU
export DESIGN_NICKNAME = ALU
export VERILOG_FILES = /design/flow/design.v
export SDC_FILE = /design/flow/constraint.sdc
export NUM_CORES = 4
export LEC_CHECK = 1
export CORE_UTILIZATION = 40
==> flow_summary_export.csv <==
group,metric,value,unit
setup_path,cpPeakStageDelay,0.85,ns
min_path,hold_end,"RESULT[5]",
layout,finalCoreUtilization,0.454,
final_timing,finalSetupTns,0,ns
layout,numSequentialCells,0,
setup_path,cp.required,15.12,ns
layout,n_clock_buffer,0,
run_status,outcome,"complete, no violations",
final_timing,maxSlewViolCount,0,
grt,grt_overflow,0,
grt,globalRouteTotalUtil,0.435,
power_and_ir_drop,p_int,0.000141,W
setup_path,worstPathCellList,"buf_4 > buf_4 > buf_4 > nand2b_1 > o22ai_1 > or2_2 > o21ai_0 > a2111oi_0 > buf_4 > nand4_1 > or4_1 > nor4_1 > nor4b_1 > nand4bb_1 > clkdlybuf4s50_1",
floorplan,core,0.0261,sq mm
detailed_routing,drcViolationCount,0,
detailed_routing,vias,13433,
setup_path,cp_max_fo,46,
setup_path,cp_slowest_cell,"a2111oi_0",
placed_design,placement.io_buffers,101,
synthesis,ys_cells,1524,
layout,final.fill_count,2713,
power_and_ir_drop,peakVddDrop,0.0160,mV
layout,most-common-layout-cells,"140 x nand2_1, 128 x nor2_1, 103 x a21oi_1, 99 x ha_1, 97 x clkdlybuf4s50_1",
synthesis,syn_area,0.0106,sq mm
setup_path,arrival,9.61,ns
detailed_routing,post_drt_wl_per_cell,30.8,microns
setup_path,worstSetupEndpointType,"primary output",
final_timing,finalCritPeriodShare,0.708,
floorplan,die-area,0.0272,sq mm
power_and_ir_drop,p_leak,4.81,nW
min_path,whs_path_depth,7,
clock_tree,cts_setup_buffers,0,
layout,drive_above_1_share,0.110,
detailed_routing,via_per_inst,7.17,
detailed_routing,firstDrtPassIters,6,
final_timing,max_freq,74.7,MHz
layout,seq_area,0,sq um
synthesis,synth_cells,1524,
detailed_routing,wirelength,57700,microns
clock_tree,ctsResizeCount,0,
final_timing,setup_slack,5.51,ns
flow_run,warning_count,99,
power_and_ir_drop,p_switching,0.000224,W
flow_run,cap_violations,0,
synthesis,postSynthSeqShare,0,
setup_path,cp_common_cell,"buf_4",
synthesis,syn_area_per_cell,6.96,sq um
floorplan,io_pins,101,
final_timing,worst_slew_pin_slew,0.960,ns
floorplan,num_rows,59,
detailed_routing,dr.first_iter.drc_count,1792,
final_timing,relSlewSlack,0.354,
placed_design,place_hpwl,43600,microns
power_and_ir_drop,p_per_area,30.9,mW/mm^2
layout,lay_top_count,"nand2_1",
grt,first_global_vias,12418,
grt,grt_max_degree,53,
floorplan,fp-utilization,0.407,
final_timing,hold_viol,0,
detailed_routing,drtAntennaViolNets,0,
synthesis,ys_warn_count,1,
synthesis,top_cell_area_share,0.117,
layout,area_growth,11.5,%
placed_design,placed_cells,1870,
layout,finalNonFillerCells,1873,
synthesis,top_cells_by_area,"ha_1 12%, mux4_2 11%, nand2_1 5.0%, a21oi_1 4.9%, mux2i_1 4.7%",
floorplan,floorplan.die.width,165,microns
grt,grt_pass1_wl,84200,microns
floorplan,die_h,165,microns
synthesis,synth_chip_area,0.0106,sq mm
clock_tree,cts_hold_buffers,0,
synthesis,yosysUniqueCellTypes,82,
grt,antenna_found_initial,4,
power_and_ir_drop,swShare,0.613,
final_timing,fin_crit,13.39,ns
placed_design,place_ws,5.70,ns
min_path,hold_start,"SRC_B[0]",
final_timing,setup_violations,0,
final_timing,rsz0062_at_grt,"false",
setup_path,critPathKind,"primary input to primary output",
min_path,worstHoldPathType,"primary input to primary output",
placed_design,gp_congestion,1.08,
setup_path,crit_path_start_kind,"primary input",
synthesis,top_area_cell,"ha_1",
==> cell families after synthesis <==
group	after synthesis	share of synthesized area
xor gates and xnor gates	11	0.00908
and+or+nand+nor	520	0.243
buffers and inverters	237	0.0911
adders and majority gates	101	0.120
muxes	136	0.196
AOI/OAI and AO/OA	519	0.341
==> layout make-up <==
type               instances  area, sq um  area share
multi-input cells       1287         9670       0.817
repair buffers           151         1370       0.116
well taps                335          419      0.0354
inverters                 97          364      0.0308
diodes                     3         7.51    0.000634
==> power by group through the flow <==
stage	clock network [W]	logic [W]	registers [W]
5_1_grt	0	0.000387	0
4_1_cts	0	0.000353	0
==> metrics by stage <==
step	total power, W	cell area, sq um	hold WS, ns
after global routing	0.000387	11800	8.90
after detailed placement	0.000351	11800	8.85
final	0.000365	11800	8.85
after floorplan	0.000216	10600	7.68
after global placement	0.000354	11800	8.85
after CTS	0.000353	11800	8.85
==> critical path: cells and delay by family <==
| family | cells | cell delay (ns) |
|---|---|---|
| AOI/OAI and AO/OA | 3 | 1.38 |
| buffers and inverters | 5 | 2.13 |
| and+or+nand+nor | 7 | 2.24 |
==> worst max-delay path by stage <==
stage                 slack, ns  cells past startpoint   end      from
after CTS                  5.67                     15  ZERO  SRC_B[0]
after global routing       5.45                     15  ZERO  SRC_B[0]
final                      5.51                     15  ZERO  SRC_B[0]
==> routing by layer <==
metal | share of wire | vias up | GRT usage | routed length (microns)
met5 | 0.00076 | - | 0.00758 | 44
met3 | 0.12 | 169 | 0.118 | 6700
li1 | - | 5853 | - | -
met4 | 0.043 | 6 | 0.157 | 2500
met1 | 0.41 | 6503 | 0.616 | 23700
met2 | 0.43 | 902 | 0.634 | 24800
==> cells in the mapped netlist, drive strengths merged (13+ instances only) <==
library cell  count
o21ai            83
clkbuf           98
buf              42
a211oi           29
a211o            13
a21oi           104
nor2            128
nand4            19
nor3             33
mux4             54
a21o             26
o22ai            32
and2             15
and3             13
o31ai            17
ha               99
mux2i            50
mux2             32
nor2b            25
a22o             14
nand2           140
o211ai           22
nand3            53
a31oi            14
a221oi           20
inv              97
a22oi            23
nor4             15
Power is estimated from default activity; no workload was simulated.

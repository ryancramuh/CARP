<file path="flow/run.sh">
#!/bin/bash
# OpenROAD 26Q1-2900-gdf79404cd8, Yosys 0.63+post, stock flow scripts
make -C /OpenROAD-flow-scripts/flow DESIGN_CONFIG=/design/flow/config.mk WORK_HOME=/design/flow/orfs finish
</file>
<file path="flow/config.mk">
export PLATFORM = sky130hd
export DESIGN_NAME = IMMED_GEN
export DESIGN_NICKNAME = IMMED_GEN
export VERILOG_FILES = /design/flow/design.v
export SDC_FILE = /design/flow/constraint.sdc
export NUM_CORES = 4
export LEC_CHECK = 1
export CORE_AREA = 10 10 71 71
export DIE_AREA = 0 0 81 81
</file>
<file path="flow/constraint.sdc">
current_design IMMED_GEN

set clk_period 4.3
set clk_io_pct 0.2

create_clock -name clk0 -period $clk_period

set non_clock_inputs [all_inputs -no_clocks]
set_input_delay [expr $clk_period * $clk_io_pct] -clock clk0 $non_clock_inputs
set_output_delay [expr $clk_period * $clk_io_pct] -clock clk0 [all_outputs]
</file>
<file path="flow/design.v">
`timescale 1ns / 1ps
module IMMED_GEN(
    input logic [24:0] IR,
    input logic [2:0] IMM_SEL,
    output logic [31:0] IMM
    ); 
    logic [31:0] U_TYPE;
    logic [31:0] I_TYPE;
    logic [31:0] S_TYPE;
    logic [31:0] B_TYPE;
    logic [31:0] J_TYPE;
    assign I_TYPE = {{21{IR[24]}}, IR[23:18], IR[17:13]};
    assign S_TYPE = {{21{IR[24]}}, IR[23:18], IR[4:0]};
    assign B_TYPE = {{20{IR[24]}}, IR[0], IR[23:18], IR[4:1], 1'b0};
    assign U_TYPE = {IR[24:5], 12'b0};
    assign J_TYPE = {{12{IR[24]}}, IR[12:5], IR[13], IR[23:14], 1'b0};
    always_comb begin
        case(IMM_SEL)
            3'b000: begin
                IMM = I_TYPE;
            end
            3'b001: begin
                IMM = S_TYPE;
            end
            3'b010: begin
                IMM = B_TYPE;
            end
            3'b011: begin
                IMM = U_TYPE;
            end
            3'b100: begin
                IMM = J_TYPE;
            end
            default: begin
                IMM = I_TYPE;
            end
        endcase
    end
endmodule
</file>
==> notes.md <==
yosys + openroad results -> dpl hpwl=2104 um, Die Wd=81 um, number of buffers added on ports=60, share of layout cells above drive strength 1=4.965%, nature of the critical path startpoint=primary input, Pleak=0.4998 nW, RSZ-0062 raised after global routing=false, outcome=finished, final reports clean, top routing layer used=met3, WL met3=250 um, max_cap viols=0, WL per Instance=13.65 um, post-synth cell types=25, # Post-CTS Setup Buffers=0, Worst Tran Pin Value=513.0 ps, setup tns final=0 ps, P_sw=0.03949 mW, top cells by count=a21o_1, a211oi_1, nor2_1, nor2b_1, o22ai_1, Mapped Area=591.8 sq um, vias=839, die area=6561 sq um, top cell type's share of synthesized area=13.95%, f_max=0.2631 GHz, gr usage total=7.244%, Hold Path Class=in2out, total length of routed met2 wires=1161 um, vias per inst=4.439, yosys warns=1, global-route wire length before repair=4029 um, initial antenna violation count=0, OpenROAD warning count=32, DRT iter0 DRCs=33, pins over their slew limit=0, Cell area leaders=a21o_1, a211oi_1, nor2b_1, ys cells=90, worst hold slack=2655 ps, cycle use final=88.38%, drt total wl=2580 um, Slew headroom=65.69%, Worst EP arrival=2940 ps, Clock Buffer Count=0, Detailed Routing Iterations Pass 1=4, residual overflow from global routing=0, Int Power=0.08458 mW, Die Y=81 um, power share of the clock group=0%, fp util=16.29%, Placed Area=1204 sq um, register area share after synthesis=0%, registers=0, mean post-synth cell area=6.576 sq um, I/O Pins=60, Diodes inserted=0, switch share=31.83%, FF+latch area=0 sq um, Final setup violation count=0, cell count after synthesis=90, PostCTS Resize Cnt=0, vias in the first global route=775, combinational power share=100.0%, Yosys top cell by instances=a21o_1, largest net degree at the start of global routing=20, crit end category=output pin, drc violations=0, sequential cell fraction of total power=0%, Syn-to-layout area delta=103.4%, Fin. Hold Viols=0, Core ar.=3633 sq um, Chip Area, Yosys=591.8 sq um, FP Rows=22, post-layout util=33.13%, kind of critical path=in2out, Req. time, crit path=3440 ps, PD cells=103.1 nW/um^2, met1 WL=1168 um, CP max FO=19, Final Cell Area=1204 sq um, hold_buf cts=0, fin crit period=3800 ps, ANT nets after route=0, GP Congestion=0.7391, cell taking the most area after synthesis=a21o_1, maximum VDD drop=0.04577 mV
[cell usage in the layout, fill, tap and decap left out, types with 2 or more instances in the layout]
| master | netlist | final |
|---|---|---|
| a211oi_1 | 8 | 8 |
| a21o_1 | 11 | 11 |
| a21oi_1 | 6 | 6 |
| a22o_1 | 2 | 2 |
| and3b_1 | 4 | 4 |
| and4bb_2 | 2 | 2 |
| buf_4 | 3 | 3 |
| clkdlybuf4s50_1 | 0 | 60 |
| inv_1 | 2 | 2 |
| mux2i_1 | 2 | 2 |
| nand2_1 | 3 | 3 |
| nand2b_1 | 2 | 2 |
| nor2_1 | 8 | 8 |
| nor2b_1 | 8 | 8 |
| o21ai_0 | 6 | 6 |
| o22ai_1 | 8 | 8 |
[logic make-up after synthesis]
kind of cell | after synthesis | share of synthesized area (%)
buffers and inverters | 14 | 13.32
muxes | 2 | 3.383
AOI/OAI and AO/OA | 42 | 47.15
and+or+nand+nor | 32 | 36.15
[per-layer routing]
metal	track usage, %	up-vias
met5	0	-
met3	1.670	0
met2	12.10	30
met1	9.882	369
li1	-	440
met4	0	0
[power groups by stage]
stage	clock [mW]	combinational, mW	sequential (mW)
CTS	0	0.127	0
global route	0	0.136	0
finish	0	0.124	0
[layout make-up]
type                            instances  area [sq um]
Fill cell                             396          2430
Inverter                                2         7.507
Multi-Input combinational cell         76         513.0
Tap cell                               48         60.06
Timing Repair Buffer                   63         623.1
[critical path, cell delays in order]
cell	delay, ps
clkdlybuf4s50_1	790
and3b_1	290
nor2b_2	390
a21o_1	130
clkdlybuf4s50_1	470
[metrics by stage]
step	instances	total power [mW]	worst slack, ps
finish	189	0.1241	499.6
CTS	189	0.1268	482.7
detailed placement	189	0.1258	482.2
floorplan	90	0.04174	1917
global route	189	0.1362	354.6
global placement	189	0.1252	528.8
[path summary, 6_finish.rpt]
| kind | start | endpoint | slack [ps] | cells past startpoint |
|---|---|---|---|---|
| hold / removal | IR[20] | IMM[7] | 2660 | 3 |
| setup / recovery | IMM_SEL[2] | IMM[26] | 500 | 5 |
Power is estimated from default activity; no workload was simulated.
